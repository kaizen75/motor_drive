[config.mk]
export PLATFORM = sky130hd
export DESIGN_NAME = center_aligned_PWM
export DESIGN_NICKNAME = center_aligned_PWM
export VERILOG_FILES = /design/flow/design.v
export SDC_FILE = /design/flow/constraint.sdc
export NUM_CORES = 4
export LEC_CHECK = 1
export CORE_AREA = 10 10 93 93
export DIE_AREA = 0 0 103 103
[constraint.sdc]
current_design center_aligned_PWM

set clk_period 3.5
set clk_io_pct 0.2

create_clock -name clk0 -period $clk_period [get_ports {i_clk}]

set non_clock_inputs [all_inputs -no_clocks]
set_input_delay [expr $clk_period * $clk_io_pct] -clock clk0 $non_clock_inputs
set_output_delay [expr $clk_period * $clk_io_pct] -clock clk0 [all_outputs]
[design.v]
`timescale 1ns / 1ps
module center_aligned_PWM #(parameter WIDTH = 10)    
(
  input wire i_clk,
  input wire rst_n,
  output reg [WIDTH-1:0] value
);
  reg [WIDTH:0] counter;
  always @(posedge i_clk) 
  begin
    if (rst_n == 0)
        counter <= 'b0;
    else
        counter = counter + 1'b1;
    if (counter[WIDTH] == 1)         
      value = ~counter[WIDTH-1:0];
    else
      value =  counter[WIDTH-1:0];
  end
endmodule
[run.sh]
#!/bin/bash
# OpenROAD 26Q1-2900-gdf79404cd8, Yosys 0.63+post, stock flow scripts
make -C /OpenROAD-flow-scripts/flow DESIGN_CONFIG=/design/flow/config.mk WORK_HOME=/design/flow/orfs finish
==> impl_metrics.py <==
# Metrics from the implementation run
metrics = {
    "status": {
        "status": "finished clean",
    },
    "synth": {
        "async_flop_share_pct": 0,
        "syn_area_per_cell_um2": 11.4,
        "synth-edff-count": 0,
        "synthFlopType": "dfxtp_1",
        "numSynthFlops": 21,
        "yosys_area_um2": 822,
        "synth_cell_types": 23,
        "ys_cells": 72,
        "syn_area_um2": 822,
        "syn_inst": 72,
        "yosysWarnings": 1,
        "synth_seq_share_pct": 51.1,
    },
    "placed_design": {
        "preCtsSetupSlack_ns": 1.17,
        "gp_congestion": 0.736,
        "dpl_cell_area_mm2": 0.00103,
        "hpwl_um": 1130,
        "dp.cells": 162,
        "port_buffers": 11,
    },
    "timing": {
        "timing.final.hold_violations": 0,
        "fin_ws_ns": 1.49,
        "tns_ns": 0,
        "tightest_slew_ns": 0.459,
        "grt_setup_unrepaired": "no",
        "setup_viol": 0,
        "finClkSkew_ns": 0.00855,
        "min_period_over_period_pct": 57.4,
        "maxClockFrequency_ghz": 0.498,
        "drv_slew": 0,
        "period_minus_slack_ns": 2.01,
        "relSlewSlack_pct": 69.0,
        "hold_ws_ns": 0.488,
    },
    "grt": {
        "antenna_found_initial": 0,
        "grtUsageTotal_pct": 2.97,
        "grt_max_degree": 17,
        "grt_first_pass_wirelength_um": 2500,
        "gr-total-overflow": 0,
        "grt_pass1_vias": 533,
    },
    "cells_and_area": {
        "stdcell_area_mm2": 0.00107,
        "fin_util_pct": 15.9,
        "area_growth_syn_to_layout_pct": 30.7,
        "drive_gt1_share_pct": 11.6,
        "mostFrequentLayoutCell": "dfxtp_1",
        "layout_top_cells": "21 x dfxtp_1, 11 x clkdlybuf4s50_1, 9 x xor2_1, 5 x nand2_1, 5 x and2_1",
        "final_cells": 166,
    },
    "job": {
        "maxCapViolCount": 0,
        "warnings": 25,
    },
    "worst_setup_path": {
        "cp_max_fo": 16,
        "path_cells": "clkdlybuf4s50_1, nand2_1, mux2i_4, xor2_1",
        "critPathTopFamily": "buffers and inverters",
        "cp-end-kind": "flip-flop",
        "start_kind": "input pin",
        "slowest_stage": "clkdlybuf4s50_1",
        "critPathKind": "in2reg",
        "arrival_ns": 2.13,
        "cp_slowest_stage_delay_ns": 0.73,
        "cp.required_ns": 3.62,
        "path_buffers": 1,
    },
    "pwr": {
        "share_clk_of_total_power_pct": 36.7,
        "seq_power_share_pct": 58.7,
        "ir_worst_vdd_v": 0.000137,
        "leakage_nw": 0.413,
        "p_per_area_mw_per_mm2": 393,
        "comb_power_share_pct": 4.6,
        "p_sw_share_pct": 20.5,
        "total_power_uw": 422,
        "p_int_uw": 336,
        "p_sw_uw": 86.6,
    },
    "cts": {
        "clock-sinks": 21,
        "cts_hold_buf": 0,
        "cts_buffers": 3,
        "post_cts_resized": 0,
        "clkTransAtPathRegs_ns": 0.08,
        "cts_root_buffer": "clkbuf_8",
        "insertion_delay_ns": 0.26,
        "clock_path_buffers": 2,
        "cts_htree_levels": 1,
        "cts_tree": "done",
        "post_cts_buffers": 0,
    },
    "drt": {
        "first_pass_iters": 3,
        "wl_per_cell_um": 8.95,
        "via_per_inst": 3.20,
        "drtAntennaViolNets": 0,
        "dr_total_vias": 531,
        "routed_wl_um": 1490,
        "drt-initial-drc-count": 40,
        "diodes": 0,
        "drc": 0,
    },
    "die": {
        "die_y_um": 103,
        "core_mm2": 0.00676,
        "die_x_um": 103,
        "rows": 30,
        "io_pins": 12,
        "fp_util_pct": 12.2,
        "die-area_mm2": 0.0106,
    },
    "hold_path": {
        "hp-class": "reg2reg",
    },
}
[synthesized netlist by cell type (2+ instances only)]
cell | number | area share, %
dfxtp_1 | 21 | 51
xor2_1 | 9 | 9.6
and2_1 | 5 | 3.8
nand2_1 | 5 | 2.3
nand3_1 | 3 | 1.8
xnor2_1 | 3 | 3.2
a21boi_1 | 2 | 1.8
inv_1 | 2 | 0.91
mux2_2 | 2 | 2.7
nand2b_1 | 2 | 1.5
nor2b_1 | 2 | 1.5
o21ai_0 | 2 | 1.2
o311ai_0 | 2 | 2.1
o41ai_1 | 2 | 2.1
or3_1 | 2 | 1.5
[sequential cells by signal (all words and copies together) (netlist names)]
name,count
counter,11
value,10
[power by group through the flow]
stage,Clock [mW],Sequential (mW),Combinational (mW)
5_1_grt,0.175,0.249,0.0225
4_1_cts,0.162,0.248,0.0201
6_report,0.155,0.248,0.0196
[layout make-up]
class | count | area (µm²)
Fill cell | 751 | 5680
Sequential cell | 21 | 420
Multi-Input combinational cell | 48 | 390
Timing Repair Buffer | 11 | 110
Tap cell | 80 | 100
Clock buffer | 3 | 41.3
Inverter | 2 | 7.51
Clock inverter | 1 | 5.00
[cell families after synthesis]
group                      synth area share [%]
buffers and inverters                      1.37
AOI/OAI and AO/OA                          9.59
and+or+nand+nor                            18.1
xor gates and xnor gates                   12.8
muxes                                      5.48
adders and majority gates                  1.52
DFF                                        51.1
[final timing paths]
path,from,to,slack (ns),depth (start not counted)
setup / recovery,rst_n,value[9],1.49,4
hold / removal,counter[0],counter[0],0.49,1
setup reg to reg,counter[0],value[9],1.70,5
hold reg to reg,counter[0],counter[0],0.49,1
[worst reg2reg max path, delay by kind of cell (launching register included)]
kind	cells	cell delay (ns)
xor+xnor	1	0.12
mux	1	0.51
simple gates	2	0.44
flops	1	0.37
fa+ha+maj	1	0.22
[routing by layer]
metal	global-route usage, %	share of wire (%)	vias up
met3	0.948	5.0	2
met5	0	0	-
met1	3.63	47	248
met4	0.749	1.4	0
met2	4.92	47	6
li1	-	-	275
No activity file was given, so power comes from the tool's default toggle rates.
