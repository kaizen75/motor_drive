## ./design.v

```verilog
`timescale 1ns / 1ps
module ADS8361
(
    input   i_clk,
    input   i_reset_n,
    input   i_adc_data1,
    input   i_adc_data2,
    output  o_conv_start,
    output  reg o_adc_clock
);
 reg [4:0] counter; 
 reg [7:0] clock_counter;  
 reg [15:0] channel_A_Data;
 reg [15:0] channel_B_Data;
 reg channel_A_Enable, channel_B_Enable;
 localparam IDLE = 'd0,  
            GET_CHANNEL = 'd1,
            ENABLE_CHA = 'd2,
            ENABLE_CHB = 'd3,
            GetData = 'd4;
 reg [2:0] state;
always @(posedge i_clk)
begin 
    if(!i_reset_n)
    begin
        clock_counter <= 0;
    end 
    if(clock_counter != 4)
        clock_counter <= clock_counter + 1;
    else
        clock_counter <= 0;
end
always @(posedge i_clk)
begin
    o_adc_clock = ~o_adc_clock;
end
always @(posedge o_adc_clock)
begin
    if(!i_reset_n)
    begin
        state <= IDLE;
        channel_A_Enable <= 1'b0;
        channel_B_Enable <= 1'b0;
    end
    else
    begin
        case(state)
            IDLE:begin
                if(o_conv_start)
                    state <= GET_CHANNEL;
            end
            GET_CHANNEL:begin
                if(i_adc_data1 == 1'b1)
                    state <= ENABLE_CHA;
                else
                    state <= ENABLE_CHB;
            end
            ENABLE_CHA:begin
                channel_A_Enable <= 1'b1;
                state <= GetData;
            end
           ENABLE_CHB:begin
                channel_B_Enable <= 1'b1;
                state <= GetData;
            end
            GetData:begin
                if(counter == 'd16)
                begin
                    channel_A_Enable <= 1'b0;
                    channel_B_Enable <= 1'b0;
                    state <= IDLE;
                end
            end
        endcase
    end
 end
 always @(posedge o_adc_clock)
 begin
 if(!i_reset_n)
    channel_A_Data <= 'd0;
 else if(channel_A_Enable)
    channel_A_Data <= {channel_A_Data[14:0],i_adc_data1}; 
 end
 always @(posedge o_adc_clock)
 begin
 if(!i_reset_n)
    channel_B_Data <= 'd0;
 else if(channel_B_Enable)
    channel_B_Data <= {channel_B_Data[14:0],i_adc_data1};
 end
 assign o_conv_start = (counter==19) ? 1'b1 : 1'b0;
 always @(negedge o_adc_clock)
 begin
    if(!i_reset_n)
        counter <= 5'd0;
    else
    begin
        if(counter != 19)
            counter <= counter + 1'b1;
        else
            counter <= 5'd0;
    end
  end
endmodule
```

## ./run.sh

```bash
#!/bin/bash
# OpenROAD 26Q1-2900-gdf79404cd8, Yosys 0.63+post, stock flow scripts
make -C /OpenROAD-flow-scripts/flow DESIGN_CONFIG=/design/flow/config.mk WORK_HOME=/design/flow/orfs finish
```

## ./config.mk

```make
export PLATFORM = sky130hd
export DESIGN_NAME = ADS8361
export DESIGN_NICKNAME = ADS8361
export VERILOG_FILES = /design/flow/design.v
export SDC_FILE = /design/flow/constraint.sdc
export NUM_CORES = 4
export LEC_CHECK = 1
export CORE_AREA = 10 10 70 70
export DIE_AREA = 0 0 80 80
```

## ./constraint.sdc

```tcl
current_design ADS8361

set clk_period 1.0
set clk_io_pct 0.2

create_clock -name clk0 -period $clk_period [get_ports {i_clk}]

set non_clock_inputs [all_inputs -no_clocks]
set_input_delay [expr $clk_period * $clk_io_pct] -clock clk0 $non_clock_inputs
set_output_delay [expr $clk_period * $clk_io_pct] -clock clk0 [all_outputs]
```

==> out/results.tsv <==
metric	value	unit
min_path_type	reg -> reg	
power_frac_seq	0.821	
clock.fmax	1.03	GHz
max_slew_margin	0.883	
drt-initial-drc-count	4	
synth-xor-area-share	0.0753	
critPathKind	reg -> out	
cts_hold_buffers	0	
crit_path_top_delay_cell	sky130_fd_sc_hd__clkdlybuf4s50_1	
synth.logic.top_family	simple AND/OR/NAND/NOR gates	
fin_crit	0.971	ns
netlist_instances	24	
path_delay_family	buffers and inverters	
outcome	completed	
irDropWorstVdd	0.161	mV
post_synth_ao_oa_area_fraction	0.0591	
worstPathBufferInverterCount	1	
p_switching	0.00442	mW
routed-via-count	171	
clk_transition_reported_paths	0	ns
yosysMostFrequentCell	sky130_fd_sc_hd__dfxtp_1	
clock_skew	0	ns
post-place-cells	73	
required	0.80	ns
layout.cells.non_filler	73	
warning_count	30	
clock_latency	0	ns
post_route_cells_drive_above_1_share	0.0370	
ys_top_cells_by_count	sky130_fd_sc_hd__dfxtp_1, sky130_fd_sc_hd__nand2_1, sky130_fd_sc_hd__nor2_1	
enable_flop_cells	0	
area_growth	37.6	%
fp.dieW	80	um
drv_slew	0	
worstPathCellList	clkdlybuf4s50_1	
drc	0	
final_power	0.0499	mW
netSwitchingFraction	0.0886	
final_hold_fails	0	
cellInternalPower	0.0455	mW
synth.area.top_cells	sky130_fd_sc_hd__dfxtp_1, sky130_fd_sc_hd__ha_1, sky130_fd_sc_hd__nand2_1, sky130_fd_sc_hd__nand4bb_1, sky130_fd_sc_hd__nor2_1	
synth-simple-area-share	0.220	
setup_total_negative_slack	0	ns
core_area	0.00342	mm^2
cts_setup_buffers	0	
grt_antenna_before_repair	0	
mappedNetlistArea	233	um^2
grt_start_max_net_pins	7	
hold_depth	1	
synth-async-reset-ratio	0	
pwr_density_cell	156	mW/mm^2
route.antenna.diode_count	0	
ys_sh_adder	0.0538	
top_area_frac	0.516	
worst_slew_pin_slew	0.176	ns
share_comb_of_total_power	0.179	
grt_setup_unrepaired	no	
global_route.overflow_total	0	
drv_cap	0	
globalplace.congestion	0.772	
ios	6	
worst_reg2reg_path_length_in_cells	1	
timing.critical_path.to_type	primary output	
crit_path_max_fanout	2	
port_buffers	3	
drt.antenna.violating_nets	0	
critical_path.startpoint_type	register	
unconstrained_endpoints	6	
gr-usage-all-layers	0.00974	
fillerInstances	409	
place.detailed.hpwl	322	um
synth_seq_share	0.516	
first_global_vias	144	
initCoreUtil	0.0681	
cts_repair_resize_count	0	
num_rows	21	
static_leakage	0.110	nW
postRouteWirelength	362	um
crit_arrival	0.77	ns
share_clk_of_total_power	0	
post_drt_via_cell_ratio	2.34	
design.die.area	0.00640	mm^2
finalClockPeriodUsage	0.971	
die_outline_height	80	um
ys_cells	24	
synth_area_per_cell	9.70	um^2
ys.flop_type	sky130_fd_sc_hd__dfxtp_1	
drt_first_pass_iters	3	
timing.final.setup_violations	0	
grt_first_pass_wirelength	558	um
drt-wirelength-per-cell	4.96	um
post_synthesis_chip_area_from_yosys	233	um^2
post-synth-top-area-cell	sky130_fd_sc_hd__dfxtp_1	
worst_hold_slack	0.465	ns
synth.mux.area_fraction	0.0430	
ys_ff	6	
post_synth_num_cell_types	14	
cp.depth	1	
number_of_register_pins_that_no_clock_reaches	5	
yosysWarnings	1	
critical_path.max_stage_delay	0.47	ns
[through the flow]
step,utilization,cell area (um^2),worst slack [ns]
after floorplan,-,233,0.520
after global placement,0.0938,320,0.0227
after detailed placement,0.0938,320,0.0224
after CTS,0.0938,320,0.0165
after global routing,0.0938,320,0.00509
final,0.0938,320,0.0294
[final cells by class]
class                   instances  area (um^2)  area share
inverters                       2         7.51      0.0234
repair buffers                  3         30.0      0.0938
well taps                      46         57.6       0.180
flip-flops and latches          6          120       0.375
multi-input cells              16          105       0.328
[power by group through the flow]
stage / Clock [mW] / Sequential [mW] / Combinational (mW)
4_1_cts: 0 / 0.0410 / 0.00891
5_1_grt: 0 / 0.0410 / 0.00948
6_report: 0 / 0.0410 / 0.00894
[registers in the layout, summed over array words and instances (netlist names)]
name,count
counter,5
o_adc_clock,1
[cells by family (layout without fill, tap and decap cells)]
logic type               Yosys count  after routing
XOR/XNOR                           2              2
AND-OR/OR-AND                      2              2
adder cells (fa/ha/maj)            1              1
buffers and inverters              2              5
flip-flops                         6              6
multiplexers                       1              1
AND/OR/NAND/NOR                   10             10
[metal layers]
| metal | global-route usage | vias up | wire length [um] | part of all wire |
|---|---|---|---|---|
| met4 | 0 | 0 | 0 | 0 |
| met1 | 0.0154 | 81 | 197 | 0.54 |
| li1 | - | 87 | - | - |
| met5 | 0 | - | 0 | 0 |
| met3 | 0.00341 | 0 | 21 | 0.058 |
| met2 | 0.0128 | 3 | 143 | 0.40 |
[placed cells by master (no fill, tap or decap), drive strengths merged]
cell type and instances:
a21oi 1, a31o 1, and3 1, clkdlybuf4s50 3, dfxtp 6, ha 1, inv 2, mux2i 1
nand2 3, nand2b 1, nand3 1, nand4bb 1, nor2 3, xnor2 1, xor2 1
[worst paths after layout]
check                             end                start  slack [ns]
hold / removal    o_adc_clock$_DFF_P_  o_adc_clock$_DFF_P_        0.46
hold reg to reg   o_adc_clock$_DFF_P_  o_adc_clock$_DFF_P_        0.46
setup / recovery          o_adc_clock  o_adc_clock$_DFF_P_        0.03
setup reg to reg  o_adc_clock$_DFF_P_  o_adc_clock$_DFF_P_        0.48
